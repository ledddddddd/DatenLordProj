**/design/flow/config.mk**
```make
export PLATFORM = sky130hd
export DESIGN_NAME = axi_stream_insert_header
export DESIGN_NICKNAME = axi_stream_insert_header
export VERILOG_FILES = /design/flow/design.v
export SDC_FILE = /design/flow/constraint.sdc
export NUM_CORES = 4
export LEC_CHECK = 1
export CORE_UTILIZATION = 30
```
**/design/flow/constraint.sdc**
```tcl
current_design axi_stream_insert_header

set clk_period 7.6
set clk_io_pct 0.2

create_clock -name clk0 -period $clk_period [get_ports {clk}]

set non_clock_inputs [all_inputs -no_clocks]
set_input_delay [expr $clk_period * $clk_io_pct] -clock clk0 $non_clock_inputs
set_output_delay [expr $clk_period * $clk_io_pct] -clock clk0 [all_outputs]
```
**/design/flow/design.v**
```verilog
`timescale 1ns / 1ps
module axi_stream_insert_header #(
	parameter DATA_WD 		= 32,
	parameter DATA_BYTE_WD 	= DATA_WD / 8,
	parameter BYTE_CNT_WD 	= $clog2(DATA_BYTE_WD)
) (
	input 						clk				,
	input 						rst_n			,
	input 						valid_in		,
	input [DATA_WD-1 : 0] 		data_in			,
	input [DATA_BYTE_WD-1 : 0] 	keep_in			,
	input 						last_in			,
	output 						ready_in		,
	output 						valid_out		,
	output [DATA_WD-1 : 0] 		data_out		,
	output [DATA_BYTE_WD-1 : 0] keep_out		,
	output 						last_out		,
	input 						ready_out		,
	input 						valid_insert	,
	input [DATA_WD-1 : 0] 		data_insert		,
	input [DATA_BYTE_WD-1 : 0] 	keep_insert		,
	input [BYTE_CNT_WD-1 : 0] 	byte_insert_cnt	,
	output 						ready_insert
);
	assign ready_in 	  = r_ready_in				  ;
	assign ready_insert   = r_ready_insert			  ;
	assign valid_out 	  = r_valid_out				  ;
	assign data_out  	  = r_data_out 				  ;
	assign keep_out  	  = r_keep_out 				  ;
	assign last_out  	  = r_last_out 				  ;
	wire w_valid_in_pos 	  			  		 =  valid_in 	 		  && ~r_valid_in_d1 ;
	wire w_valid_in_neg 	  			  		 = ~valid_in 	 		  &&  r_valid_in_d1 ;
	wire w_ready_in_pos 	  			  		 =  ready_in 	 		  && ~r_ready_in_d  ;
	wire valid_insert_and_r_ready_insert  		 =  valid_insert 		  &&  r_ready_insert;
	wire valid_in_and_last_in 			  		 =  valid_in 	 		  &&  last_in	    ;
	wire valid_in_and_ready_in 			  		 =  valid_in 	 		  &&  ready_in	    ;
	wire w_valid_in_pos_or_w_ready_in_pos 		 =  w_valid_in_pos  	  ||  w_ready_in_pos;
	wire valid_in_and_ready_in_or_w_valid_in_neg =  valid_in_and_ready_in ||  w_valid_in_neg;
	wire [7:0] keep_insert_a_keep_in			 =  {keep_insert, keep_in}					;
	wire [7:0] keep_insert_a_r_keep_in_d		 =  {keep_insert, r_keep_in_d}				;
	reg 					 r_ready_in 	= 0;
	reg 					 r_ready_insert = 0;
	reg 					 r_valid_out 	= 0;
	reg [DATA_WD-1 : 0] 	 r_data_out  	= 0;
	reg [DATA_BYTE_WD-1 : 0] r_keep_out  	= 0;
	reg 					 r_last_out  	= 0;
	reg [DATA_WD-1 : 0] 	 r_data_in_d 	= 0;
	reg 					 r_valid_in_d 	= 0;
	reg 					 r_valid_in_d1 	= 0;
	reg 					 r_ready_in_d 	= 0;
	reg [DATA_BYTE_WD-1 : 0] r_keep_in_d	= 0;
	reg 					 r_last_in_d	= 0;
	always @(posedge clk or negedge rst_n)
	begin
		if(!rst_n)
			r_ready_insert <= 0;
		else if(ready_out)
			r_ready_insert <= 1'b1;
		else if(valid_insert_and_r_ready_insert)
			r_ready_insert <= 0;
	end
	always @(posedge clk or negedge rst_n)
	begin
		if(!rst_n)
			r_ready_in <= 0;
		else if(valid_insert_and_r_ready_insert)
			r_ready_in <= 1'b1;
		else if(valid_in_and_last_in)
			r_ready_in <= 0;
	end
	always @(posedge clk or negedge rst_n)
	begin
		if(!rst_n)
			r_data_in_d <= 0;
		else
			r_data_in_d <= data_in;
	end
	always @(posedge clk or negedge rst_n)
	begin
		if(!rst_n)
			r_valid_in_d <= 0;
		else
			r_valid_in_d <= valid_in;
	end
	always @(posedge clk or negedge rst_n)
	begin
		if(!rst_n)
			r_valid_in_d1 <= 0;
		else
			r_valid_in_d1 <= r_valid_in_d;
	end
	always @(posedge clk or negedge rst_n)
	begin
		if(!rst_n)
			r_ready_in_d <= 0;
		else
			r_ready_in_d <= ready_in;
	end
	always @(posedge clk or negedge rst_n)
	begin
		if(!rst_n)
			r_data_out <= 0;
		else if(valid_in_and_ready_in_or_w_valid_in_neg)
			case(keep_insert)
			4'b1111:begin
				if(w_valid_in_pos_or_w_ready_in_pos)
					r_data_out <= data_insert;
				else
					r_data_out <= r_data_in_d;
			end
			4'b0111:begin
				if(w_valid_in_pos_or_w_ready_in_pos)
					r_data_out <= {data_insert[DATA_WD-9 : 0], data_in[DATA_WD-1 : 24]};
				else
					r_data_out <= {r_data_in_d[DATA_WD-9 : 0], data_in[DATA_WD-1 : 24]};
			end
			4'b0011:begin
				if(w_valid_in_pos_or_w_ready_in_pos)
					r_data_out <= {data_insert[DATA_WD-17 : 0], data_in[DATA_WD-1 : 16]};
				else
					r_data_out <= {r_data_in_d[DATA_WD-17 : 0], data_in[DATA_WD-1 : 16]};
			end
			4'b0001:begin
				if(w_valid_in_pos_or_w_ready_in_pos)
					r_data_out <= {data_insert[DATA_WD-25 : 0], data_in[DATA_WD-1 : 8]};
				else
					r_data_out <= {r_data_in_d[DATA_WD-25 : 0], data_in[DATA_WD-1 : 8]};
			end
			endcase
		else
			r_data_out <= 0;
	end
	always @(posedge clk or negedge rst_n)
	begin
		if(!rst_n)
			r_keep_in_d <= 0;
		else
			r_keep_in_d <= keep_in;
	end
	always @(posedge clk or negedge rst_n)
	begin
		if(!rst_n)
			r_valid_out <= 0;
		else if(w_valid_in_neg)
		begin
			case({keep_insert, r_keep_in_d})
				8'b1111_1111: r_valid_out <= 1'b1;
				8'b1111_1110: r_valid_out <= 1'b1;
				8'b1111_1100: r_valid_out <= 1'b1;
				8'b1111_1000: r_valid_out <= 1'b1;
				8'b0111_1111: r_valid_out <= 1'b1;
				8'b0111_1110: r_valid_out <= 1'b1;
				8'b0111_1100: r_valid_out <= 1'b1;
				8'b0111_1000: r_valid_out <= 1'b0;
				8'b0011_1111: r_valid_out <= 1'b1;
				8'b0011_1110: r_valid_out <= 1'b1;
				8'b0011_1100: r_valid_out <= 1'b0;
				8'b0011_1000: r_valid_out <= 1'b0;
				8'b0001_1111: r_valid_out <= 1'b1;
				8'b0001_1110: r_valid_out <= 1'b0;
				8'b0001_1100: r_valid_out <= 1'b0;
				8'b0001_1000: r_valid_out <= 1'b0;
			endcase
		end
		else if(valid_in_and_ready_in)
			 r_valid_out <= 1'b1;
		else
			 r_valid_out <= 1'b0;
	end
	always @(posedge clk or negedge rst_n)
	begin
		if(!rst_n)
			r_last_in_d <= 0;
		else
			r_last_in_d <= last_in;
	end
	always @(posedge clk or negedge rst_n)
	begin
		if(!rst_n)
			r_keep_out <= 0;
		else if(r_last_in_d)
			case({keep_insert, keep_in})
				8'b0111_1000: r_keep_out <= 4'b1111;
				8'b0011_1100: r_keep_out <= 4'b1111;
				8'b0011_1000: r_keep_out <= 4'b1110;
				8'b0001_1110: r_keep_out <= 4'b1111;
				8'b0001_1100: r_keep_out <= 4'b1110;
				8'b0001_1000: r_keep_out <= 4'b1100;
			endcase
		else if(w_valid_in_neg)
			case({keep_insert, r_keep_in_d})
				8'b1111_1111: r_keep_out <= 4'b1111;
				8'b1111_1110: r_keep_out <= 4'b1110;
				8'b1111_1100: r_keep_out <= 4'b1100;
				8'b1111_1000: r_keep_out <= 4'b1000;
				8'b0111_1111: r_keep_out <= 4'b1110;
				8'b0111_1110: r_keep_out <= 4'b1100;
				8'b0111_1100: r_keep_out <= 4'b1000;
				8'b0011_1111: r_keep_out <= 4'b1100;
				8'b0011_1110: r_keep_out <= 4'b1000;
				8'b0001_1111: r_keep_out <= 4'b1000;
			endcase
		else if(valid_in_and_ready_in)
			 r_keep_out <= 4'b1111;
		else
			r_keep_out <= 0;
	end
	always @(posedge clk or negedge rst_n)
	begin
		if(!rst_n)
			r_last_out <= 0;
		else if(r_last_in_d)
			case({keep_insert, keep_in})
				8'b0111_1000: begin r_last_out <= 1'b1; end
				8'b0011_1100: begin r_last_out <= 1'b1; end
				8'b0011_1000: begin r_last_out <= 1'b1; end
				8'b0001_1110: begin r_last_out <= 1'b1; end
				8'b0001_1100: begin r_last_out <= 1'b1; end
				8'b0001_1000: begin r_last_out <= 1'b1; end
			endcase
		else if(w_valid_in_neg)
			case({keep_insert, r_keep_in_d})
				8'b1111_1111: begin r_last_out <= 1'b1; end
				8'b1111_1110: begin r_last_out <= 1'b1; end
				8'b1111_1100: begin r_last_out <= 1'b1; end
				8'b1111_1000: begin r_last_out <= 1'b1; end
				8'b0111_1111: begin r_last_out <= 1'b1; end
				8'b0111_1110: begin r_last_out <= 1'b1; end
				8'b0111_1100: begin r_last_out <= 1'b1; end
				8'b0011_1111: begin r_last_out <= 1'b1; end
				8'b0011_1110: begin r_last_out <= 1'b1; end
				8'b0001_1111: begin r_last_out <= 1'b1; end
			endcase
		else
			r_last_out <= 0;
	end
endmodule
```
**/design/flow/run.sh**
```bash
#!/bin/bash
# OpenROAD 26Q1-2900-gdf79404cd8, Yosys 0.63+post, stock flow scripts
make -C /OpenROAD-flow-scripts/flow DESIGN_CONFIG=/design/flow/config.mk WORK_HOME=/design/flow/orfs finish
```
==> flow_results.org <==
#+TITLE: Synthesis and PnR summary

** Clock network
- TritonCTS built the clock tree.
- Number of setup buffers added after CTS :: 0
- Post-CTS Resized :: 0
- Maximum clock insertion buffer count :: 2
- CTS Hold Buffers Added :: 0
- Clk slew on worst S/H paths :: 0.06 ns
- The clock reaches the later pin of the worst-skew pair after 0.34 ns.
- Number of clock buffers inserted by TritonCTS :: 9
- Number of levels the H-tree was split into :: 3
- Looking at the clock tree report, the root buffer type is clkbuf_16.
- Clock sink count :: 80

** Yosys
- In the Yosys report the total cell count is 405.
- Share of flip-flops with an asynchronous set or reset after synthesis :: 100%
- Per the post-synthesis report, the number of cells in the design is 405.
- Post-synthesis cell type count :: 56
- Summed instance area of the synthesized netlist :: 0.00421 mm²
- Once synthesis finished, the tally of register bits stood at 80.
- Average cell area after synthesis :: 10.4 µm²
- Dominant register cell in the synthesized netlist :: dfrtp_1
- The synthesis report lists the Yosys warning total as 1.
- Summing the sequential cell areas from Yosys gives 47.6% of the chip area.
- After synthesis, the chip area reported by Yosys is 0.00421 mm².
- Yosys mapped a number of flops with a built-in enable equal to 0.

** Final timing
- Max transition margin :: 44.3%
- In the finished design, the share of the clock period the worst path needs comes to 56.5%.
- Counting I/O delays and the setup requirement, the final critical path takes 4.29 ns.
- In this build the clock could be raised as far as 233 MHz.
- In the final run the clock tree shows a worst skew of 0.0117 ns.
- Hold-check failures listed in the final report amount to 0.
- RSZ-0062 raised after global routing :: false
- Setup-violating endpoint count in the final report :: 0
- Setup TNS :: 0 ns
- Max Slew Vio Count :: 0
- Looking at the max-slew report, the worst-margin pin has a slew of 0.815 ns.
- Setup slack of the critical path after layout :: 3.31 ns

** Placement
- Worst slack after detailed placement :: 3.09 ns
- Placed cell count :: 673
- Per the detailed placement report, the placed cell area equals 0.00551 mm².
- Detailed placement finished with a half-perimeter wire length of 9.23 mm.
- Number of port buffers :: 117
- GP Congestion :: 0.873

** Floorplanning
- The share of the core area taken by cells at floorplan is 31.3%.
- Top-Level Pins :: 120
- Total die size :: 0.0145 mm²
- The floorplan has 42 rows.
- Die y size :: 120 µm
- Placeable core area :: 0.0135 mm²
- Measured along the x axis, the die boundary spans 120 µm.

** Routing
- Routed signal wires occupy layers up through met4.
- Total Routed Length :: 13.5 mm
- Wire segments on met2 add up to 6.02 mm in the final route.
- The routed design shows a wire length per standard cell of 19.6 µm.
- The first TritonRoute pass finished after 7 iterations.
- Nets still carrying antenna violations after routing amount to 0.
- Summed over all nets, wire length on met3 after detailed routing comes to 1.23 mm.
- Total number of vias :: 3,813
- The detailed router put a total of 5.89 mm of wire on met1.
- The number of antenna diodes in the final layout is 0.
- DRC Markers :: 0
- Violation count after the first detailed-routing iteration :: 255
- Avg Vias per Cell :: 5.53

** Run status
- Run status :: finished, final reports clean

** Power
- Highest ir drop seen on vdd :: 0.108 mV
- Power per cell area :: 202 mW/mm²
- Leakage power :: 2.29 nW

** Finish
- Most frequent standard cell in the layout excluding fill and tap cells :: clkdlybuf4s50_1
- Cells fill 43.3% of the core in the end.
- Layout fillers :: 1,288
- Leaving out filler cells and counting taps, the final layout contains 689.
- Seq. cell area :: 0.00200 mm²
- Summing all multi-input logic gate instances after layout gives 0.00203 mm².
- Per the final layout report, the fraction of cells sized above drive strength 1 comes to 10.7%.
- Per the run report, area growth between synthesis and finish was 38.4%.
- Leaving out fill and tap cells, the most frequent cells in the layout are clkdlybuf4s50_1, dfrtp_1, a21oi_1.
- For the completed layout, the total cell area is recorded as 0.00583 mm².

** Hold path
- Kind of path behind the tightest hold check :: flop to flop

** Job
- Number of warnings the tools reported :: 27
- MaxCap Viol Count :: 0

** Global routing
- Entering global routing, the biggest net connects 50 pins.
- Overflow left after global routing :: 0
- First-pass GRT wire length :: 21.1 mm
- Initial antenna violation count :: 0
- The via count of the first global-routing pass came to 3,810.
- GRT Util Overall :: 19.4%

** Setup path
- Crit path launch type :: input pin
- Crit path DAT :: 4.48 ns
- The critical path is of the input pin to flop type.
- Required arrival time at the worst endpoint :: 7.79 ns
- The critical path maximum fanout is 49.
- Endpoint kind of the worst setup timing path :: flop
path summary, 6_finish.rpt:
path                       slack [ns]                   start  cells past startpoint                         end
min                              0.35  r_valid_in_d$_DFF_PN0_                      0     r_valid_in_d1$_DFF_PN0_
min reg2reg                      0.35  r_valid_in_d$_DFF_PN0_                      0     r_valid_in_d1$_DFF_PN0_
max reg2reg                      4.63  r_ready_in$_DFFE_PN0P_                      7  r_data_out[27]$_DFFE_PN0P_
max in group asynchronous        5.55                   rst_n                      2  r_data_out[11]$_DFFE_PN0P_
min in group asynchronous        1.20                   rst_n                      1    r_keep_in_d[1]$_DFF_PN0_
max                              3.31                valid_in                      8  r_data_out[27]$_DFFE_PN0P_
sequential cells by signal (all words and copies together), names as in the netlist:
register and flops:
r_keep_out 4, r_data_out 32, r_data_in_d 32, r_ready_insert 1
r_ready_in 1, r_valid_out 1, r_valid_in_d1 1, r_ready_in_d 1
r_valid_in_d 1, r_last_out 1, r_keep_in_d 4, r_last_in_d 1
layout make-up:
| cell class | count | share of cell area [%] |
|---|---|---|
| Sequential cell | 80 | 34.4 |
| Clock buffer | 10 | 3.93 |
| Tap cell | 176 | 3.78 |
| Clock inverter | 6 | 1.55 |
| Timing Repair Buffer | 127 | 21.3 |
| Inverter | 3 | 0.193 |
| Multi-Input combinational cell | 287 | 34.8 |
stage by stage:
stage               power, W  hold WS, ns
CTS                  0.00119        0.357
global placement    0.000716        0.336
detailed placement  0.000717        0.341
finish               0.00118        0.355
floorplan           0.000590        0.331
global route         0.00123        0.361
critical path, cell delays in order:
cell and delay (ns):
clkdlybuf4s50_1 0.65, nor2b_4 0.20, buf_4 0.37, or2_1 0.16
buf_4 0.26, mux2_1 0.37, a2111oi_0 0.76, o2bb2ai_1 0.15
cell usage after synthesis, drive strengths merged, types with 9 or more instances:
library cell	n	area (µm²)
nand2	15	56.3
o21ai	57	285
dfrtp	80	2000
a2111oi	9	97.6
buf	18	101
clkbuf	17	65.1
a22o	9	78.8
or3b	24	210
a21oi	48	244
nand3	12	60.1
metal layers:
layer | vias up | global-route usage [%]
li1 | 1795 | -
met1 | 1796 | 29.6
met2 | 202 | 28.8
met3 | 20 | 4.53
met4 | 0 | 4.32
met5 | - | 0
cell families after synthesis:
| family | count (synthesis) | synth area share, % |
|---|---|---|
| compound gates | 181 | 29.4 |
| simple gates | 90 | 14.5 |
| flops | 80 | 47.6 |
| buf+inv | 38 | 4.22 |
| mux | 15 | 4.07 |
| xor+xnor | 1 | 0.208 |
where the power goes:
part	leakage [nW]	internal, W	switching [W]	total (W)
registers	0.991	0.000456	0.0000192	0.000475
clock network	0.153	0.000289	0.000177	0.000467
logic	1.15	0.000124	0.000113	0.000237
total	2.29	0.000870	0.000309	0.00118
Power and IR drop assume default switching activity.
